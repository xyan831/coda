==> /design/flow/design.v <==
module led_seg7 (bcd, leds);
	input logic [3:0] bcd;
	output logic [6:0] leds;
	always_comb begin
		case (bcd)
			4'b0000: leds = 7'b0111111;  
			4'b0001: leds = 7'b0000110;  
			4'b0010: leds = 7'b1011011;  
			4'b0011: leds = 7'b1001111;  
			4'b0100: leds = 7'b1100110;  
			4'b0101: leds = 7'b1101101;  
			4'b0110: leds = 7'b1111101;  
			4'b0111: leds = 7'b0000111;  
			4'b1000: leds = 7'b1111111;  
			4'b1001: leds = 7'b1101111;  
			default: leds = 7'bX;
		endcase
	end
endmodule
module led_seg7_testbench();
	logic [3:0] bcd;
	logic [6:0] leds;
	led_seg7 dut (bcd, leds);
	integer i;
	initial begin
		for(i=0; i<11; i++) begin
			bcd = i[3:0];
			#10;
		end
	end
endmodule
==> /design/flow/run.sh <==
#!/bin/bash
# OpenROAD 26Q1-2900-gdf79404cd8, Yosys 0.63+post, stock flow scripts
make -C /OpenROAD-flow-scripts/flow DESIGN_CONFIG=/design/flow/config.mk WORK_HOME=/design/flow/orfs finish
==> /design/flow/config.mk <==
export PLATFORM = sky130hd
export DESIGN_NAME = led_seg7
export DESIGN_NICKNAME = led_seg7
export VERILOG_FILES = /design/flow/design.v
export SDC_FILE = /design/flow/constraint.sdc
export NUM_CORES = 4
export LEC_CHECK = 1
export CORE_AREA = 10 10 70 70
export DIE_AREA = 0 0 80 80
==> /design/flow/constraint.sdc <==
current_design led_seg7

set clk_period 1.7
set clk_io_pct 0.2

create_clock -name clk0 -period $clk_period

set non_clock_inputs [all_inputs -no_clocks]
set_input_delay [expr $clk_period * $clk_io_pct] -clock clk0 $non_clock_inputs
set_output_delay [expr $clk_period * $clk_io_pct] -clock clk0 [all_outputs]
==> impl_metrics.env <==
# source this file to load flow results
export IMPL_core_area_um2=3420
export IMPL_peakVddDrop_uv=26.9
export IMPL_crit_slowest_cell="clkdlybuf4s50_1"
export IMPL_swShare_pct=39.7
export IMPL_intPower_mw=0.0416
export IMPL_powerDensity_nw_per_um2=173
export IMPL_post_drt_wl_per_cell_um=7.12
export IMPL_instances_no_fill=85
export IMPL_period_used_pct=94.7
export IMPL_critical_path_class="in -> out"
export IMPL_worstHoldPathType="in -> out"
export IMPL_num_rows=21
export IMPL_worst_slew_pin_slew_ns=0.213
export IMPL_crit_path_max_fanout=5
export IMPL_synth_distinct_cells=9
export IMPL_pwr_share_comb_pct=100.0
export IMPL_die_area_um2=6400
export IMPL_grt_total_usage_pct=1.80
export IMPL_grt_pass1_vias=198
export IMPL_drv_slew=0
export IMPL_common_cells="ha_1, nand2b_1, inv_1"
export IMPL_worstSetupStartpointType="input pin"
export IMPL_avgSynthCellArea_um2=7.24
export IMPL_clock_buffers=0
export IMPL_critical_path_top_delay_family="buffers and inverters"
export IMPL_ios=11
export IMPL_vias_per_cell=2.32
export IMPL_die_w_um=80
export IMPL_drc=0
export IMPL_top_cells_by_area="ha_1, nand2b_1, a21o_1"
export IMPL_cpPeakStageDelay_ns=0.47
export IMPL_synth_area_um2=166
export IMPL_pwr_share_seq_pct=0
export IMPL_synth_seq_share_pct=0
export IMPL_switching_power_mw=0.0273
export IMPL_grt_setup_unrepaired="no"
export IMPL_antenna_found_initial=0
export IMPL_antenna_cells=0
export IMPL_grt_start_max_net_pins=9
export IMPL_ant_nets=0
export IMPL_critical_path_arrival_ns=1.27
export IMPL_grt_overflow_total=0
export IMPL_p_leak_nw=0.168
export IMPL_fin_crit_ns=1.61
export IMPL_crit_chain="clkdlybuf4s15_1 -> inv_1 -> nand3_1 -> clkdlybuf4s50_1"
export IMPL_die_y_um=80
export IMPL_ff_latch_area_um2=0
export IMPL_areaGrowthSynthToFinish_pct=139
export IMPL_slew_headroom_pct=85.8
export IMPL_warning_count=37
export IMPL_ys_area_um2=166
export IMPL_finalWirelength_um=605
export IMPL_dp_cells=85
export IMPL_initCoreUtil_pct=4.87
export IMPL_fmax_mhz=621
export IMPL_synthMostInstantiatedCell="ha_1"
export IMPL_status="finished, final reports clean"
export IMPL_end_kind="output pin"
export IMPL_postCtsSetupBuffers=0
export IMPL_maxCapViolations=0
export IMPL_port_buffers=11
export IMPL_drive_gt1_share_pct=35.9
export IMPL_path_buffers=3
export IMPL_top_cell_area_share_pct=45.1
export IMPL_clockPowerShare_pct=0
export IMPL_startpoint="bcd[3]"
export IMPL_seq_cells=0
export IMPL_drt_pass1_iterations=2
export IMPL_fin_setup_tns_ns=0
export IMPL_gp_congestion=0.824
export IMPL_ys_cells=23
export IMPL_synth_area_leader_cell="ha_1"
export IMPL_hpwlAfterDp_um=512
export IMPL_path_depth=4
export IMPL_grt_pass1_wl_um=979
export IMPL_drtIter0Drc=4
export IMPL_setup_viol=0
export IMPL_netlist_instances=23
export IMPL_endpoint="leds[1]"
export IMPL_crit_required_ns=1.36
export IMPL_vias=197
export IMPL_yosys_warnings=1
export IMPL_hold_viol=0
final cells by class:
class / instances / area [µm²]
fill: 392 / 3020
multi-input combinational: 20 / 188
inverter: 3 / 11.3
tap: 46 / 57.6
timing repair buffer: 16 / 141
tightest hold or removal path: stages:
cell           delay [ns]
buf_2                0.10
buf_6                0.10
a22oi_2              0.07
dlygate4sd2_1        0.24
worst min path at each step:
stage	from	end	slack, ns	depth (start not counted)
finish	bcd[0]	leds[4]	1.19	4
CTS	bcd[0]	leds[4]	1.19	4
global route	bcd[0]	leds[4]	1.20	4
metrics by stage:
step | setup slack, ns | power (mW) | area, µm² | hold WS, ns | utilization (%)
after floorplan | 0.390 | 0.0181 | 166 | 0.714 | -
after global placement | -0.567 | 0.0642 | 372 | 1.76 | 10.9
after detailed placement | -0.563 | 0.0652 | 372 | 1.77 | 10.9
after CTS | 0.0577 | 0.0689 | 397 | 1.19 | 11.6
after global routing | 0.00592 | 0.0766 | 398 | 1.20 | 11.6
final | 0.0904 | 0.0689 | 398 | 1.19 | 11.6
repair_timing:
| item | in CTS | in global routing |
|---|---|---|
| gates resized | 26 | 1 |
| setup endpoints to repair | 7 | 1 |
| hold buffers | 0 | 0 |
| pin swaps | 4 | 0 |
power by group through the flow:
stage         Sequential, mW  Combinational (mW)  Clock (mW)
global route               0              0.0766           0
CTS                        0              0.0689           0
finish                     0              0.0689           0
placed cells by master (no fill, tap or decap):
| cell type | count |
|---|---|
| nor2_1 | 2 |
| ha_4 | 1 |
| nand2_1 | 2 |
| inv_1 | 1 |
| o211ai_1 | 1 |
| clkdlybuf4s15_2 | 1 |
| buf_2 | 1 |
| a22oi_2 | 1 |
| nand3_1 | 2 |
| a21o_1 | 2 |
| nand2b_1 | 2 |
| inv_2 | 2 |
| clkdlybuf4s50_1 | 1 |
| ha_1 | 5 |
| nand2b_4 | 2 |
| buf_4 | 4 |
| buf_6 | 2 |
| clkdlybuf4s15_1 | 1 |
| dlygate4sd2_1 | 6 |
logic make-up after synthesis:
logic type      Yosys count  synth area share (%)
simple gates             10                  30.1
fa+ha+maj                 6                  45.1
compound gates            4                  18.0
buf+inv                   3                  6.77
per-layer routing:
metal | global-route usage, % | vias to the layer above | wire length (µm)
met3 | 0.455 | 0 | 60
met5 | 0 | - | 0
met4 | 0 | 0 | 0
li1 | - | 109 | -
met1 | 2.97 | 79 | 343
met2 | 2.33 | 9 | 201
Power figures rest on the tool's default switching activity, not on a simulated workload.
